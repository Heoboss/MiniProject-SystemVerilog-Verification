==> /design/flow/design.v <==
`timescale 1ns / 1ps
module uart_fifo_loopback (
    input  clk,
    input  rst,
    input  rx,
    output tx
);
    wire w_b_tick, w_rx_done;
    wire w_lp_pop,w_lp_push, w_tx_start, w_tx_busy;
    wire [7:0] w_rx_data, w_tx_data, w_loop_back_data;
    uart U_UART(
        .clk(clk),
        .rst(rst),
        .rx(rx),
        .tx_start(~w_tx_start),
        .tx_data(w_tx_data),
        .tx(tx),
        .tx_busy(w_tx_busy),
        .rx_data(w_rx_data),
        .rx_busy(),
        .rx_done(w_rx_done)
    );
    fifo U_UART_TX_FIFO(
        .clk(clk),
        .rst(rst),
        .w_data(w_loop_back_data),
        .push(~w_lp_push),
        .pop(~w_tx_busy),
        .full(w_lp_pop),
        .empty(w_tx_start),
        .r_data(w_tx_data)
    );
    fifo U_UART_RX_FIFO(
        .clk(clk),
        .rst(rst),
        .w_data(w_rx_data),
        .push(w_rx_done),
        .pop(~w_lp_pop),
        .full(),
        .empty(w_lp_push),
        .r_data(w_loop_back_data)
    );
endmodule
module uart(
    input        clk,
    input        rst,
    input        rx,
    input        tx_start,
    input [7:0]  tx_data,
    output       tx,
    output       tx_busy,
    output [7:0] rx_data,
    output       rx_busy,
    output       rx_done
);
    wire w_b_tick;  
    baud_tick_gen U_Baud_Tick_Gen(
        .clk(clk),
        .rst(rst),
        .b_tick(w_b_tick)
    );
    uart_rx U_UART_RX(
        .clk(clk),
        .rst(rst),
        .b_tick(w_b_tick),
        .rx(rx),
        .rx_data(rx_data),
        .rx_busy(rx_busy),
        .rx_done(rx_done)
    );
    uart_tx U_UART_TX(
        .clk(clk),
        .rst(rst),
        .start(tx_start),
        .b_tick(w_b_tick),
        .tx_data(tx_data),
        .tx_busy(tx_busy),
        .tx(tx)
    );
endmodule
module ascii_sender(
    input clk,
    input rst,
    input btn_start,
    input tx_busy,
    output send_start,
    output [7:0] ascii_data
);
    parameter IDLE = 0, SEND = 1;
    reg state;
    reg [2:0]send_count;
    reg [7:0] r_ascii_data[0:4];
    reg r_send;
    assign ascii_data = r_ascii_data[send_count];
    assign send_start = r_send;
    always @(posedge clk or posedge rst) begin
        if (rst) begin
            state <= IDLE;
            r_send <= 0;
            send_count <= 0;
            r_ascii_data[0] <= "h";  
            r_ascii_data[1] <= "e";  
            r_ascii_data[2] <= "l";  
            r_ascii_data[3] <= "l";  
            r_ascii_data[4] <= "o";  
        end else begin
            case(state)
                IDLE: begin
                    send_count <= 0;
                    r_send <= 1'b0;
                    if(btn_start)begin
                        state <= SEND;
                        r_send <= 1'b1;
                    end
                end
                SEND: begin
                    r_send <= 1'b0;  
                    if(!tx_busy && !r_send)begin
                            send_count <= send_count + 1;
                            r_send <= 1'b1;
                        if(send_count == 3'h4) begin
                            r_send <= 1'b0;
                            state <= IDLE;
                            send_count <= 0;
                        end
                        else state <= SEND;
                    end
                end
                default: state <= IDLE;
            endcase
        end
    end
endmodule
module uart_rx (
    input clk,
    input rst,
    input b_tick,
    input rx,
    output [7:0] rx_data,
    output rx_busy,
    output rx_done
);
    localparam[1:0] IDLE = 2'b00, START = 2'b01, DATA = 2'b10, STOP = 2'b11;
    reg [1:0] state_reg, state_next;
    reg [3:0] b_tick_cnt_reg, b_tick_cnt_next;  
    reg [2:0] bit_cnt_reg, bit_cnt_next;
    reg [7:0] rx_data_reg, rx_data_next;
    reg rx_done_reg, rx_done_next;
    reg rx_busy_reg, rx_busy_next;
    assign rx_data = rx_data_reg;
    assign rx_done = rx_done_reg;
    assign rx_busy = rx_busy_reg;
    always @(posedge clk, posedge rst) begin
        if(rst) begin
            state_reg      <= IDLE;
            b_tick_cnt_reg <= 0;
            bit_cnt_reg    <= 0;
            rx_data_reg    <= 0;
            rx_busy_reg    <= 0;
            rx_done_reg    <= 0;
        end else begin
            state_reg      <= state_next;
            b_tick_cnt_reg <= b_tick_cnt_next;
            bit_cnt_reg <= bit_cnt_next;
            rx_data_reg <= rx_data_next;
            rx_busy_reg <= rx_busy_next;
            rx_done_reg <= rx_done_next;
        end
    end
    always @(*) begin
        state_next      = state_reg;
        b_tick_cnt_next = b_tick_cnt_reg;
        bit_cnt_next    = bit_cnt_reg;
        rx_busy_next    = rx_busy_reg;
        rx_done_next    = rx_done_reg;
        rx_data_next    = rx_data_reg;
        case (state_reg)
            IDLE: begin
                rx_done_next = 1'b0;
                if (rx == 1'b0) begin  
                    bit_cnt_next  = 0;
                    b_tick_cnt_next = 0;
                    rx_busy_next    = 1'b1;
                    state_next       = START;
                end
            end
            START: begin
                if (b_tick == 1'b1) begin
                    if (b_tick_cnt_reg == 7) begin
                        b_tick_cnt_next = 0;
                        state_next      = DATA;
                    end else begin
                        b_tick_cnt_next = b_tick_cnt_reg + 1;
                    end
                end
            end
            DATA: begin
                if (b_tick == 1'b1) begin
                    if (b_tick_cnt_reg == 15) begin
                        b_tick_cnt_next = 0;
                        rx_data_next = {rx, rx_data_reg[7:1]};
                        if (bit_cnt_reg == 7) begin
                            state_next   = STOP;
                        end else begin
                            bit_cnt_next = bit_cnt_reg + 1;
                        end
                    end else begin
                        b_tick_cnt_next = b_tick_cnt_reg + 1;
                    end
                end
            end
            STOP: begin
                if (b_tick == 1'b1) begin
                    if (b_tick_cnt_reg == 15) begin
                        rx_done_next    = 1'b1;
                        rx_busy_next    = 1'b0;
                        state_next      = IDLE;
                    end else begin
                        b_tick_cnt_next = b_tick_cnt_reg + 1;
                    end
                end
            end
        endcase
    end
endmodule
module uart_tx (
    input clk,
    input rst,
    input start,
    input b_tick,
    input [7:0] tx_data,
    output tx_busy,
    output tx
);
    parameter [2:0] IDLE = 0, WAIT = 1, START = 2, DATA = 3, STOP = 4;
    reg [2:0] c_state, n_state;
    reg c_tx_busy, n_tx_busy, c_tx, n_tx;
    reg [3:0] c_bit_cnt,n_bit_cnt;
    reg [3:0] tick_cnt_reg, tick_cnt_next;
    reg [7:0] data_reg, data_next;
    assign tx = c_tx;
    assign tx_busy = c_tx_busy;
    always @(posedge clk, posedge rst) begin 
        if(rst) begin
            c_state <= IDLE;
            c_tx <= 1'b1;
            c_tx_busy <= 1'b0;
            c_bit_cnt <= 3'b000;
            tick_cnt_reg <= 4'h0;
            data_reg <= 8'h00;
        end else begin
            c_state <= n_state;
            c_tx <= n_tx;
            c_tx_busy <= n_tx_busy;
            c_bit_cnt <= n_bit_cnt;
            tick_cnt_reg <= tick_cnt_next;
            data_reg <= data_next;
        end
    end
    always @(*) begin
        n_state = c_state;
        n_tx = c_tx;
        n_tx_busy = c_tx_busy;
        n_bit_cnt = c_bit_cnt;
        tick_cnt_next = tick_cnt_reg;  
        data_next = data_reg;
        case(c_state)
            IDLE:begin
                n_tx = 1'b1;
                tick_cnt_next = 4'h0;
                if(start == 1) begin
                    n_state = WAIT;
                    n_tx_busy = 1'b1;  
                    data_next = tx_data;
                end
            end
            WAIT:begin
                if(b_tick == 1)begin
                    n_state = START;
                end 
            end
            START:begin
                n_tx = 1'b0;
                n_bit_cnt = 0;
                if(b_tick == 1)begin
                    if (tick_cnt_reg == 15) begin
                        n_state = DATA;
                        tick_cnt_next = 4'h0;
                    end else begin
                        tick_cnt_next = tick_cnt_reg + 1;
                    end
                end
            end
            DATA:begin
                n_tx = data_reg[0];  
                if(b_tick==1)begin
                    if (tick_cnt_reg == 15) begin
                        data_next = data_reg >> 1;  
                        tick_cnt_next = 4'h0;
                        if(n_bit_cnt == 7)begin
                            n_state = STOP;
                        end else begin
                            n_bit_cnt = c_bit_cnt + 1;
                            n_state = DATA;
                        end
                    end else begin
                        tick_cnt_next = tick_cnt_reg + 1;
                    end
                end
            end
            STOP:begin
                n_tx = 1'b1;
                if(b_tick == 1)begin
                    if (tick_cnt_reg == 15) begin
                        n_state = IDLE;
                        n_tx_busy = 1'b0;
                    end else begin
                        tick_cnt_next = tick_cnt_reg + 1;
                    end
                end 
            end
        endcase
    end
endmodule
module baud_tick_gen (
    input clk,
    input rst,
    output b_tick
);
    parameter BAUD_COUNT = 100_000_000/(9600 * 16);
    reg [$clog2(BAUD_COUNT)-1:0] r_counter;
    reg r_tick;
    always @(posedge clk, posedge rst) begin
        if(rst)begin
            r_counter <= 0;
            r_tick <= 0;
        end else begin
            if(r_counter == BAUD_COUNT - 1)begin
                r_tick <= 1'b1;
                r_counter <= 0;
            end else begin 
                r_counter <= r_counter +1;
                r_tick <= 1'b0;
            end
        end
    end
    assign b_tick = r_tick;
endmodule
==> /design/flow/run.sh <==
#!/bin/bash
# OpenROAD 26Q1-2900-gdf79404cd8, Yosys 0.63+post, stock flow scripts
make -C /OpenROAD-flow-scripts/flow DESIGN_CONFIG=/design/flow/config.mk WORK_HOME=/design/flow/orfs finish
==> /design/flow/config.mk <==
export PLATFORM = sky130hd
export DESIGN_NAME = ascii_sender
export DESIGN_NICKNAME = ascii_sender
export VERILOG_FILES = /design/flow/design.v
export SDC_FILE = /design/flow/constraint.sdc
export NUM_CORES = 4
export LEC_CHECK = 1
export CORE_AREA = 10 10 70 70
export DIE_AREA = 0 0 80 80
==> /design/flow/constraint.sdc <==
current_design ascii_sender

set clk_period 1.8
set clk_io_pct 0.2

create_clock -name clk0 -period $clk_period [get_ports {clk}]

set non_clock_inputs [all_inputs -no_clocks]
set_input_delay [expr $clk_period * $clk_io_pct] -clock clk0 $non_clock_inputs
set_output_delay [expr $clk_period * $clk_io_pct] -clock clk0 [all_outputs]
==> summary.txt <==
run results: Area Overhead vs Synth 70.0%, Buf/Inv on CP 3, first-pass GRT wire length 1660 um, WP depth 5, Critical Path Sink ascii_data[3], final setup margin 0.142 ns, fmax 0.603 GHz, die width 80 um, crit start category flop, Layout fillers 393, Cells after Synth 39, CP startpoint send_count[1], vias in the first global route 395, Core ar. 3420 sq um, pin count of the biggest net entering global routing 11, Root Buffer clkbuf_4, gr usage total 3.14%, I/O pin count 13, Synth Warn # 2, Log Warnings 28, crit-path leading delay family flip-flops, largest area contributor in the netlist dfrtp_1, Mean Syn Cell Area 8.66 sq um, crit path cell chain inv_2, ha_4, inv_2, or3_1, clkbuf_2, # Cells Yosys 39, Pre-antenna DRT Iters 2, max reg flops 3, FF-to-FF setup slack 0.53 ns, Critical R2R Capture r_send, Via density 3.26, Finish-stage setup viols 0, Clock Skews 0.00294 ns, smallest hold slack 0.326 ns, CP max FO 3, FP Rows 21, Crit Path Category flop to output port, Tcrit/Tclk final 92.1%, Max-cap violations 0, WP data required 1.44 ns, Max-area cell share 37.0%, HPWL after detailed placement 642 um, worst slack, placed -0.0232 ns, CP Capture Type output port, Crit path largest cell delay 0.38 ns, Bufs on Longest Clock Path 2, DR vias 336, PwrDens 1420 nW/um^2, final setup TNS 0 ns, initial detailed-routing violation count 8, Yosys Chip Area 338 sq um, crit path DAT 1.30 ns, Flops after synth 5, CTS sink count 5, chip height 80 um, Clock transition at path regs 0.04 ns, FF-to-FF path depth 7, cell mode on critical path inv_2, Cell variety after synth 19, # hold bufs at CTS 0, Hold Path Class primary input to asynchronous set/reset pin, cts bufs inserted 3, FF-to-FF Start send_count[0], Top cell excl fill/tap buf_4, Max rail drop VDD 0.000571 V, DR WL/cell 9.57 um, Post-Synthesis Cell Area 338 sq um, layout cells sized above 1 42.1%, Worst path slowest cell dfrtp_1, diode count 0, Top Layout Cells 7 x buf_4, 4 x inv_2, 4 x conb_1, 4 x clkdlybuf4s50_1, 4 x dfrtp_1, status completed, Port Buffer Count 8, # DRC 0, Late-Pin Clk Latency 0.24 ns, Period minus WS final 1.66 ns, H-tree Lvls 1, global route overflow 0, routability congestion estimate 0.686, Seq/Total Area, Yosys 37.0%, Antenna Nets Post-Route 0, Leak 0.000285 uW, TritonCTS clock tree yes, Post-Route Utilization 16.8%, Starting Density 9.89%, RSZ-0062 raised after global routing no, synth top area cells dfrtp_1 37%, ha_1 11%, buf_4 8.9%, final WL 986 um, initial antenna violation count 0, Slew Viols, Final 0, chip area 6400 sq um, Fin. Hold Viols 0
-- synth_stat cells --
master and instances:
a31o_1 1, a31oi_1 1, and4b_1 1, buf_2 1, buf_4 4, conb_1 2
dfrtp_1 5, ha_1 3, inv_1 6, nand2_1 2, nand2_2 1, nand3_1 1
nand4_1 2, nor2_1 1, nor2_4 1, o21ai_0 2, o21ai_1 3, o21bai_1 1
or3_1 1
-- timing repair --
item	in CTS	in global routing
pin swaps	0	1
endpoints found under the hold margin	0	0
resized	10	10
endpoints found under the setup margin	4	4
setup buffers	4	2
-- worst reg2reg max path: stages (launching register included) --
cell and delay [ns]:
dfrtp_2 0.42, inv_2 0.09, ha_4 0.14, nand2_2 0.06, buf_6 0.13, buf_4 0.13
nand3_1 0.08, o21ai_0 0.08
-- per-layer routing --
| layer | share of wire (%) | up-vias | GRT usage [%] |
|---|---|---|---|
| met5 | 0 | - | 0 |
| met4 | 0 | 0 | 0.176 |
| met3 | 8.3 | 0 | 2.39 |
| met2 | 42 | 15 | 4.41 |
| met1 | 49 | 164 | 3.89 |
| li1 | - | 157 | - |
-- metrics by stage --
step	power, uW	instances	cell area (sq um)
after floorplan	354	41	345
after global routing	896	103	574
after CTS	770	101	546
after detailed placement	558	93	470
final	818	103	574
after global placement	536	93	470
-- power breakdown --
part	internal, uW	switching [uW]	leakage, uW
Clock	83.7	44.0	0.0000150
Combinational	285	192	0.000211
Sequential	158	55.1	0.0000585
-- worst min-delay path by stage --
stage,start,endpoint,slack (ns),depth (start not counted)
6_report,rst,send_count[2],0.33,2
5_1_grt,rst,send_count[2],0.35,2
4_1_cts,rst,send_count[0],0.33,2
-- logic make-up after synthesis --
logic type | Yosys count | share of synthesized area (%)
other | 2 | 2.22
buffers and inverters | 11 | 17.0
and+or+nand+nor | 10 | 18.5
DFF | 5 | 37.0
adders and majority gates | 3 | 11.1
AOI/OAI and AO/OA | 8 | 14.1
-- layout make-up --
| class | count | area [sq um] | area share [%] |
|---|---|---|---|
| multi-input combinational | 25 | 191 | 33.3 |
| sequential | 5 | 126 | 22.0 |
| timing repair buffer | 17 | 150 | 26.1 |
| inverter | 6 | 22.5 | 3.92 |
| tap | 46 | 57.6 | 10.0 |
| clock buffer | 4 | 26.3 | 4.58 |
Power is estimated from default activity; no workload was simulated.
