## flow/run.sh

```bash
#!/bin/bash
# OpenROAD 26Q1-2900-gdf79404cd8, Yosys 0.63+post, stock flow scripts
make -C /OpenROAD-flow-scripts/flow DESIGN_CONFIG=/design/flow/config.mk WORK_HOME=/design/flow/orfs finish
```

## flow/config.mk

```make
export PLATFORM = sky130hd
export DESIGN_NAME = uart_fifo_loopback
export DESIGN_NICKNAME = uart_fifo_loopback
export VERILOG_FILES = /design/flow/design.v
export SDC_FILE = /design/flow/constraint.sdc
export NUM_CORES = 4
export LEC_CHECK = 1
export CORE_UTILIZATION = 40
```

## flow/constraint.sdc

```tcl
current_design uart_fifo_loopback

set clk_period 3.8
set clk_io_pct 0.2

create_clock -name clk0 -period $clk_period [get_ports {clk}]

set non_clock_inputs [all_inputs -no_clocks]
set_input_delay [expr $clk_period * $clk_io_pct] -clock clk0 $non_clock_inputs
set_output_delay [expr $clk_period * $clk_io_pct] -clock clk0 [all_outputs]
```

## flow/design.v

```verilog
`timescale 1ns / 1ps
module fifo(
    input        clk,
    input        rst,
    input  [7:0] w_data,
    input        push,
    input        pop,
    output       full,
    output       empty,
    output [7:0] r_data
);
    wire [1:0] w_addr, r_addr;
    register_file U_Register_File(
        .clk(clk),
        .w_data(w_data),
        .w_addr(w_addr),
        .r_addr(r_addr),
        .wr_en(~full & push),
        .rd_en(~empty & pop),
        .r_data(r_data)
    );
    fifo_control_unit U_FIFO_CU(
        .clk(clk),
        .rst(rst),
        .push(push),
        .pop(pop),
        .r_addr(r_addr),
        .w_addr(w_addr),
        .full(full),
        .empty(empty)
    );
endmodule
module register_file (
    input        clk,
    input [7:0]  w_data,
    input [1:0]  w_addr,
    input [1:0]  r_addr,
    input        wr_en,
    input        rd_en,
    output [7:0] r_data
);
    reg [7:0] mem[0:3];
    always @(posedge clk) begin
        if (wr_en) begin
            mem[w_addr] <= w_data;
        end  
    end
    assign r_data = (rd_en) ? mem[r_addr]: 8'hz;
endmodule
module fifo_control_unit (
    input        clk,
    input        rst,
    input        push,
    input        pop,
    output [1:0] r_addr,
    output [1:0] w_addr,
    output       full,
    output       empty
);
    reg [1:0] wptr_reg, wptr_next;
    reg [1:0] rptr_reg, rptr_next;
    reg       full_reg, full_next;
    reg       empty_reg, empty_next;
    assign w_addr = wptr_reg;
    assign r_addr = rptr_reg;
    assign full = full_reg;
    assign empty = empty_reg;
    always @(posedge clk, posedge rst) begin
        if(rst) begin
            wptr_reg  <= 0;
            rptr_reg  <= 0;
            full_reg  <= 1'b0;
            empty_reg <= 1'b1;
        end else begin
            wptr_reg  <= wptr_next;
            rptr_reg  <= rptr_next;
            full_reg  <= full_next;
            empty_reg <= empty_next;
        end
    end
    always @(*) begin
        wptr_next  = wptr_reg;
        rptr_next  = rptr_reg;
        full_next  = full_reg;
        empty_next = empty_reg;
        case ({push,pop})
            2'b01: begin
                if (!empty_reg) begin
                    rptr_next = rptr_reg + 1;
                    full_next = 1'b0;
                    if (wptr_reg == rptr_next) begin
                        empty_next = 1'b1;
                    end
                end
            end
            2'b10: begin
                if (!full_reg) begin
                    wptr_next = wptr_reg + 1;
                    empty_next = 1'b0;
                    if (wptr_next == rptr_reg) begin
                        full_next = 1'b1;
                    end
                end
            end
            2'b11: begin
                if (empty_reg) begin
                    wptr_next = wptr_reg + 1;
                    empty_next = 1'b0;
                end else if (full_reg) begin
                    rptr_next = rptr_reg  + 1;
                    full_next = 1'b0;
                end else begin
                    wptr_next = wptr_reg + 1;
                    rptr_next = rptr_reg + 1;
                end
            end
        endcase
    end
endmodule
`timescale 1ns / 1ps
module uart_fifo_loopback (
    input  clk,
    input  rst,
    input  rx,
    output tx
);
    wire w_b_tick, w_rx_done;
    wire w_lp_pop,w_lp_push, w_tx_start, w_tx_busy;
    wire [7:0] w_rx_data, w_tx_data, w_loop_back_data;
    uart U_UART(
        .clk(clk),
        .rst(rst),
        .rx(rx),
        .tx_start(~w_tx_start),
        .tx_data(w_tx_data),
        .tx(tx),
        .tx_busy(w_tx_busy),
        .rx_data(w_rx_data),
        .rx_busy(),
        .rx_done(w_rx_done)
    );
    fifo U_UART_TX_FIFO(
        .clk(clk),
        .rst(rst),
        .w_data(w_loop_back_data),
        .push(~w_lp_push),
        .pop(~w_tx_busy),
        .full(w_lp_pop),
        .empty(w_tx_start),
        .r_data(w_tx_data)
    );
    fifo U_UART_RX_FIFO(
        .clk(clk),
        .rst(rst),
        .w_data(w_rx_data),
        .push(w_rx_done),
        .pop(~w_lp_pop),
        .full(),
        .empty(w_lp_push),
        .r_data(w_loop_back_data)
    );
endmodule
module uart(
    input        clk,
    input        rst,
    input        rx,
    input        tx_start,
    input [7:0]  tx_data,
    output       tx,
    output       tx_busy,
    output [7:0] rx_data,
    output       rx_busy,
    output       rx_done
);
    wire w_b_tick;  
    baud_tick_gen U_Baud_Tick_Gen(
        .clk(clk),
        .rst(rst),
        .b_tick(w_b_tick)
    );
    uart_rx U_UART_RX(
        .clk(clk),
        .rst(rst),
        .b_tick(w_b_tick),
        .rx(rx),
        .rx_data(rx_data),
        .rx_busy(rx_busy),
        .rx_done(rx_done)
    );
    uart_tx U_UART_TX(
        .clk(clk),
        .rst(rst),
        .start(tx_start),
        .b_tick(w_b_tick),
        .tx_data(tx_data),
        .tx_busy(tx_busy),
        .tx(tx)
    );
endmodule
module ascii_sender(
    input clk,
    input rst,
    input btn_start,
    input tx_busy,
    output send_start,
    output [7:0] ascii_data
);
    parameter IDLE = 0, SEND = 1;
    reg state;
    reg [2:0]send_count;
    reg [7:0] r_ascii_data[0:4];
    reg r_send;
    assign ascii_data = r_ascii_data[send_count];
    assign send_start = r_send;
    always @(posedge clk or posedge rst) begin
        if (rst) begin
            state <= IDLE;
            r_send <= 0;
            send_count <= 0;
            r_ascii_data[0] <= "h";  
            r_ascii_data[1] <= "e";  
            r_ascii_data[2] <= "l";  
            r_ascii_data[3] <= "l";  
            r_ascii_data[4] <= "o";  
        end else begin
            case(state)
                IDLE: begin
                    send_count <= 0;
                    r_send <= 1'b0;
                    if(btn_start)begin
                        state <= SEND;
                        r_send <= 1'b1;
                    end
                end
                SEND: begin
                    r_send <= 1'b0;  
                    if(!tx_busy && !r_send)begin
                            send_count <= send_count + 1;
                            r_send <= 1'b1;
                        if(send_count == 3'h4) begin
                            r_send <= 1'b0;
                            state <= IDLE;
                            send_count <= 0;
                        end
                        else state <= SEND;
                    end
                end
                default: state <= IDLE;
            endcase
        end
    end
endmodule
module uart_rx (
    input clk,
    input rst,
    input b_tick,
    input rx,
    output [7:0] rx_data,
    output rx_busy,
    output rx_done
);
    localparam[1:0] IDLE = 2'b00, START = 2'b01, DATA = 2'b10, STOP = 2'b11;
    reg [1:0] state_reg, state_next;
    reg [3:0] b_tick_cnt_reg, b_tick_cnt_next;  
    reg [2:0] bit_cnt_reg, bit_cnt_next;
    reg [7:0] rx_data_reg, rx_data_next;
    reg rx_done_reg, rx_done_next;
    reg rx_busy_reg, rx_busy_next;
    assign rx_data = rx_data_reg;
    assign rx_done = rx_done_reg;
    assign rx_busy = rx_busy_reg;
    always @(posedge clk, posedge rst) begin
        if(rst) begin
            state_reg      <= IDLE;
            b_tick_cnt_reg <= 0;
            bit_cnt_reg    <= 0;
            rx_data_reg    <= 0;
            rx_busy_reg    <= 0;
            rx_done_reg    <= 0;
        end else begin
            state_reg      <= state_next;
            b_tick_cnt_reg <= b_tick_cnt_next;
            bit_cnt_reg <= bit_cnt_next;
            rx_data_reg <= rx_data_next;
            rx_busy_reg <= rx_busy_next;
            rx_done_reg <= rx_done_next;
        end
    end
    always @(*) begin
        state_next      = state_reg;
        b_tick_cnt_next = b_tick_cnt_reg;
        bit_cnt_next    = bit_cnt_reg;
        rx_busy_next    = rx_busy_reg;
        rx_done_next    = rx_done_reg;
        rx_data_next    = rx_data_reg;
        case (state_reg)
            IDLE: begin
                rx_done_next = 1'b0;
                if (rx == 1'b0) begin  
                    bit_cnt_next  = 0;
                    b_tick_cnt_next = 0;
                    rx_busy_next    = 1'b1;
                    state_next       = START;
                end
            end
            START: begin
                if (b_tick == 1'b1) begin
                    if (b_tick_cnt_reg == 7) begin
                        b_tick_cnt_next = 0;
                        state_next      = DATA;
                    end else begin
                        b_tick_cnt_next = b_tick_cnt_reg + 1;
                    end
                end
            end
            DATA: begin
                if (b_tick == 1'b1) begin
                    if (b_tick_cnt_reg == 15) begin
                        b_tick_cnt_next = 0;
                        rx_data_next = {rx, rx_data_reg[7:1]};
                        if (bit_cnt_reg == 7) begin
                            state_next   = STOP;
                        end else begin
                            bit_cnt_next = bit_cnt_reg + 1;
                        end
                    end else begin
                        b_tick_cnt_next = b_tick_cnt_reg + 1;
                    end
                end
            end
            STOP: begin
                if (b_tick == 1'b1) begin
                    if (b_tick_cnt_reg == 15) begin
                        rx_done_next    = 1'b1;
                        rx_busy_next    = 1'b0;
                        state_next      = IDLE;
                    end else begin
                        b_tick_cnt_next = b_tick_cnt_reg + 1;
                    end
                end
            end
        endcase
    end
endmodule
module uart_tx (
    input clk,
    input rst,
    input start,
    input b_tick,
    input [7:0] tx_data,
    output tx_busy,
    output tx
);
    parameter [2:0] IDLE = 0, WAIT = 1, START = 2, DATA = 3, STOP = 4;
    reg [2:0] c_state, n_state;
    reg c_tx_busy, n_tx_busy, c_tx, n_tx;
    reg [3:0] c_bit_cnt,n_bit_cnt;
    reg [3:0] tick_cnt_reg, tick_cnt_next;
    reg [7:0] data_reg, data_next;
    assign tx = c_tx;
    assign tx_busy = c_tx_busy;
    always @(posedge clk, posedge rst) begin 
        if(rst) begin
            c_state <= IDLE;
            c_tx <= 1'b1;
            c_tx_busy <= 1'b0;
            c_bit_cnt <= 3'b000;
            tick_cnt_reg <= 4'h0;
            data_reg <= 8'h00;
        end else begin
            c_state <= n_state;
            c_tx <= n_tx;
            c_tx_busy <= n_tx_busy;
            c_bit_cnt <= n_bit_cnt;
            tick_cnt_reg <= tick_cnt_next;
            data_reg <= data_next;
        end
    end
    always @(*) begin
        n_state = c_state;
        n_tx = c_tx;
        n_tx_busy = c_tx_busy;
        n_bit_cnt = c_bit_cnt;
        tick_cnt_next = tick_cnt_reg;  
        data_next = data_reg;
        case(c_state)
            IDLE:begin
                n_tx = 1'b1;
                tick_cnt_next = 4'h0;
                if(start == 1) begin
                    n_state = WAIT;
                    n_tx_busy = 1'b1;  
                    data_next = tx_data;
                end
            end
            WAIT:begin
                if(b_tick == 1)begin
                    n_state = START;
                end 
            end
            START:begin
                n_tx = 1'b0;
                n_bit_cnt = 0;
                if(b_tick == 1)begin
                    if (tick_cnt_reg == 15) begin
                        n_state = DATA;
                        tick_cnt_next = 4'h0;
                    end else begin
                        tick_cnt_next = tick_cnt_reg + 1;
                    end
                end
            end
            DATA:begin
                n_tx = data_reg[0];  
                if(b_tick==1)begin
                    if (tick_cnt_reg == 15) begin
                        data_next = data_reg >> 1;  
                        tick_cnt_next = 4'h0;
                        if(n_bit_cnt == 7)begin
                            n_state = STOP;
                        end else begin
                            n_bit_cnt = c_bit_cnt + 1;
                            n_state = DATA;
                        end
                    end else begin
                        tick_cnt_next = tick_cnt_reg + 1;
                    end
                end
            end
            STOP:begin
                n_tx = 1'b1;
                if(b_tick == 1)begin
                    if (tick_cnt_reg == 15) begin
                        n_state = IDLE;
                        n_tx_busy = 1'b0;
                    end else begin
                        tick_cnt_next = tick_cnt_reg + 1;
                    end
                end 
            end
        endcase
    end
endmodule
module baud_tick_gen (
    input clk,
    input rst,
    output b_tick
);
    parameter BAUD_COUNT = 100_000_000/(9600 * 16);
    reg [$clog2(BAUD_COUNT)-1:0] r_counter;
    reg r_tick;
    always @(posedge clk, posedge rst) begin
        if(rst)begin
            r_counter <= 0;
            r_tick <= 0;
        end else begin
            if(r_counter == BAUD_COUNT - 1)begin
                r_tick <= 1'b1;
                r_counter <= 0;
            end else begin 
                r_counter <= r_counter +1;
                r_tick <= 1'b0;
            end
        end
    end
    assign b_tick = r_tick;
endmodule
```

==> results.txt <==
This note records the results obtained with Yosys and OpenROAD.

STA
The worst pin sits at a relative slew slack of 0.541. Setup repair after global routing left no endpoint under its margin. The maximum operating frequency is 468 MHz. In the final timing run, aggregate negative setup slack is 0 ns. Endpoints with negative setup slack in the final report add up to 0. The worst path meets setup with 1.66 ns of slack. The worst-margin pin slew is 0.688 ns. The count of final max-slew check failures is 0. The worst path in the final design needs a cycle of 2.14 ns, including I/O delays and setup.

Of the available clock period, the critical path in the final layout requires 0.563. In the final report, the number of hold violations comes to 0. The worst-case clock skew is 0.00530 ns.

Floorplanning
The floorplan report gives the top-level pin count as 4. After floorplanning, the core was sized to cover 13800 sq um. After floorplanning, the die was sized to cover 14600 sq um.

The vertical die dimension reported for this design is 121 microns. The total number of placement rows is 43. The horizontal die size is 121 microns. In the floorplan report the effective utilization is 0.409.

Placed design
The last weighted congestion value of the routability-driven placer is 0.829. The placed instances occupy a cell area of 5860 sq um. During placement, the flow inserted port buffers numbering 3. The number of placed instances with taps included is 584. Detailed placement ended at an HPWL of 5.91 mm. Timing analysis after detailed placement gives a worst setup slack of 1.68 ns.

Worst setup path
STA classifies the critical path endpoint as an output pin. STA classifies the critical path startpoint as a flip-flop. In this design, the largest share of critical-path delay is due to flip-flops.

The worst-case register-to-register setup slack is 1.70 ns. The data arrival time reported for the critical path is 1.38 ns. The cell with the largest stage delay on the worst path is sky130_fd_sc_hd__dfstp_2. The largest stage delay on the critical path is 0.53 ns. Per STA, the worst path is made up of clkdlybuf4s50_1. The buffer-and-inverter tally for the worst setup path is 1. The critical path in this run is classified as reg -> out. The required time at the worst endpoint is listed as 3.04 ns. Max fanout on the critical path was recorded as 2.

Synth
The synthesized area per cell is 13.6 sq um. The number of cells in Yosys stat is 415. The instance tally after logic synthesis is 415. In the Yosys stats the netlist draws on 55 distinct library cells.

The number of warnings reported in the yosys synthesis log is 6. In this run, synthesis produced a sequential element count of 130. The chip area line in the Yosys stat output reads 5660 sq um. The sequential area share after synthesis is 0.632. After synthesis, the share of flip-flops with an asynchronous set or reset is 0.508. In this run, synthesis inferred 64 flip-flops with an integrated enable. The main flop type after synthesis is sky130_fd_sc_hd__edfxtp_1. The cell area after technology mapping is 5660 sq um.

CTS
Looking at the clock tree report, the root buffer type is sky130_fd_sc_hd__clkbuf_16. The clock-pin slew on the worst setup and hold paths is 0.05 ns. The number of levels the H-tree was split into is 4.

After clock tree synthesis, the setup repair step added 0 buffers. Clock latency on the worst-skew pair, taken at its later pin, is 0.40 ns. The hold-fix buffer count after cts is 0.

Post-CTS repair changed the size of 0 cells. The number of buffers created by CTS is 17. In this run the deepest clock path goes through 2 buffers.

The sink count of the clock tree is 130. TritonCTS built the clock tree.

Route
The count of antenna-violating nets left after detailed routing is 0. The antenna diode instance count is 0. Dividing the detail-routed via count by the number of cells gives 5.15. The first detailed-routing pass took 5 iterations. For this sky-water flow run, the detailed-routed wirelength per cell is reported as 14.8 microns.

The routed layout has 3175 vias. Summed over all layers, the routed wires come to 9.14 mm. The script parses the final routing iteration and logs DRC violations as 0. The DRC marker count from the first detailed-route iteration is 259.

Hold path
According to the hold report, the worst path is of the reg -> reg type.

Finish
The number of cells in the finished layout apart from fillers is 616. The top cell type in the final layout, fill and taps aside, is sky130_fd_sc_hd__edfxtp_1. The post-route cell area is 6440 sq um. In the final layout, the registers with the most flip-flops are U_UART_RX_FIFO.U_Register_File.mem (32), U_UART_TX_FIFO.U_Register_File.mem (32), U_UART.U_Baud_Tick_Gen.r_counter (10). The layout overhead on the synthesized area is 13.7%. The fraction of layout instances using a drive strength above 1 is 0.165. The most common logic cells in the final layout are sky130_fd_sc_hd__edfxtp_1 (64), sky130_fd_sc_hd__dfrtp_1 (61), sky130_fd_sc_hd__nand2_1 (35).

Run
The max capacitance violation total is 0. The stage-log warning count is 32.

Global routing
The pin count of the biggest net entering global routing is 36. The met3 track demand over resource is 0.0461. The met2 track utilization from global routing is 0.216. The met1 usage in global routing is 0.235. The global route stage reports its total congestion overflow as 0. The wire length of the first global-routing pass is 15.8 mm. For this run, the total global-route usage over all layers was measured as 0.147.

The number of antenna violations at the first check in global routing came to 0. Looking at the global route congestion table, the highest-usage layer is met1. The number of global-route vias before repair is 3169.

Pwr
In this run the power spent charging and discharging nets is 0.569 mW. The fraction of power spent switching nets is 0.186. In this run the VDD rail shows a maximum IR drop of 0.290 mV. The total power is 3.06 mW. The internal power is 2.49 mW. The power share of the combinational group is 0.006. The register share of total power is 0.481. The fraction of power consumed by the clock network is 0.513. Total power normalized to cell area comes to 475 nW/um^2. The leakage power of the design is 2.41 nW.

Outcome
The flow ran to the end, and the final reports show no timing, DRC or antenna violations.
## power by group through the flow
stage / combinational, mW / sequential [mW] / clock (mW)
CTS: 0.0190 / 1.47 / 1.60
global route: 0.0208 / 1.47 / 1.67
finish: 0.0175 / 1.47 / 1.57
## cell type report
cell class / count / area [sq um]
Fill cell: 1153 / 7390
Sequential cell: 130 / 3580
Multi-Input combinational cell: 246 / 1930
Clock buffer: 18 / 429
Tap cell: 180 / 225
Clock inverter: 14 / 145
Inverter: 23 / 86.3
Timing Repair Buffer: 5 / 45.0
## synthesized netlist by cell type, types with 3 or more instances
cell type / n / area [sq um]
sky130_fd_sc_hd__a21oi_1: 5 / 25.0
sky130_fd_sc_hd__a22o_1: 4 / 35.0
sky130_fd_sc_hd__a31oi_1: 10 / 62.6
sky130_fd_sc_hd__and2_1: 11 / 68.8
sky130_fd_sc_hd__buf_2: 4 / 20.0
sky130_fd_sc_hd__clkbuf_1: 10 / 37.5
sky130_fd_sc_hd__dfrtp_1: 61 / 1530
sky130_fd_sc_hd__dfstp_2: 5 / 131
sky130_fd_sc_hd__edfxtp_1: 64 / 1920
sky130_fd_sc_hd__ha_1: 15 / 188
sky130_fd_sc_hd__inv_1: 23 / 86.3
sky130_fd_sc_hd__mux2_2: 11 / 124
sky130_fd_sc_hd__mux2i_1: 4 / 40.0
sky130_fd_sc_hd__mux4_2: 16 / 360
sky130_fd_sc_hd__nand2_1: 35 / 131
sky130_fd_sc_hd__nand3_1: 13 / 65.1
sky130_fd_sc_hd__nand4_1: 4 / 25.0
sky130_fd_sc_hd__nor2_1: 25 / 93.8
sky130_fd_sc_hd__nor2b_1: 6 / 37.5
sky130_fd_sc_hd__nor3b_1: 4 / 30.0
sky130_fd_sc_hd__o2111ai_1: 4 / 35.0
sky130_fd_sc_hd__o21ai_0: 22 / 110
sky130_fd_sc_hd__or2_2: 3 / 18.8
sky130_fd_sc_hd__xnor2_1: 12 / 105
sky130_fd_sc_hd__xor2_1: 6 / 52.6
## final timing paths
path                                                           startpoint                                             to  depth (start not counted)
max                                     U_UART.U_UART_TX.c_tx$_DFFE_PP1P_                                             tx                          1
min                         U_UART.U_Baud_Tick_Gen.r_counter[9]$_DFF_PP0_  U_UART.U_Baud_Tick_Gen.r_counter[9]$_DFF_PP0_                          1
max reg2reg                U_UART.U_UART_RX.b_tick_cnt_reg[0]$_DFFE_PP0P_    U_UART.U_UART_RX.rx_data_reg[2]$_DFFE_PP0P_                          4
min reg2reg                 U_UART.U_Baud_Tick_Gen.r_counter[9]$_DFF_PP0_  U_UART.U_Baud_Tick_Gen.r_counter[9]$_DFF_PP0_                          1
max in group asynchronous                                             rst        U_UART.U_UART_RX.state_reg[0]$_DFF_PP1_                          3
min in group asynchronous                                             rst   U_UART.U_UART_TX.tick_cnt_reg[1]$_DFFE_PP0P_                          2
## metal layers
layer	vias to the layer above	part of all wire
met3	11	0.054
li1	1548	-
met4	0	0.018
met5	-	0
met2	67	0.47
met1	1549	0.45
## per-stage QoR
stage	utilization	hold slack, ns
floorplan	-	0.449
global placement	0.424	0.474
detailed placement	0.424	0.476
CTS	0.466	0.484
global route	0.466	0.526
finish	0.466	0.483
## kinds of logic after synthesis
kind of cell / synth area share
multiplexers: 0.0926
adder cells (fa/ha/maj): 0.0331
AND-OR/OR-AND: 0.0820
flip-flops: 0.632
XOR/XNOR: 0.0278
AND/OR/NAND/NOR: 0.105
buffers and inverters: 0.0272
No activity file was given, so power comes from the tool's default toggle rates.
